--- design/flow/run.sh ---
#!/bin/bash
# OpenROAD 26Q1-2900-gdf79404cd8, Yosys 0.63+post, stock flow scripts
make -C /OpenROAD-flow-scripts/flow DESIGN_CONFIG=/design/flow/config.mk WORK_HOME=/design/flow/orfs finish
--- design/flow/config.mk ---
export PLATFORM = sky130hd
export DESIGN_NAME = BB
export DESIGN_NICKNAME = BB
export VERILOG_FILES = /design/flow/design.v
export SDC_FILE = /design/flow/constraint.sdc
export NUM_CORES = 4
export LEC_CHECK = 1
export CORE_AREA = 10 10 111 111
export DIE_AREA = 0 0 121 121
--- design/flow/constraint.sdc ---
current_design BB

set clk_period 5.1
set clk_io_pct 0.2

create_clock -name clk0 -period $clk_period [get_ports {clk}]

set non_clock_inputs [all_inputs -no_clocks]
set_input_delay [expr $clk_period * $clk_io_pct] -clock clk0 $non_clock_inputs
set_output_delay [expr $clk_period * $clk_io_pct] -clock clk0 [all_outputs]
--- design/flow/design.v ---
module BB(
    input clk,
    input rst_n,
    input in_valid,
    input [1:0] inning,    
    input half,            
    input [2:0] action,    
    output reg out_valid,   
    output reg [7:0] score_A,   
    output reg [7:0] score_B,   
    output reg [1:0] result     
);
reg base1, base2, base3;  
reg [3:0] score_A_calculate; 
reg [2:0] score_B_calculate;  
reg [1:0] out;
wire over;
assign over = (((action == 7) || (action == 6 )) && out == 2) || ((action == 6 && base1) && out > 0);
always @(posedge clk) begin
    if(in_valid)begin
        if(action <= 4) out <= out;
        else if(over && inning == 3 && half) out <= 3;
        else if(over) out <= 0;
        else if(action == 6 && base1) out <= {1'b1 ,out[0]};
        else out <= out + 1; 
    end
    else out <= 0;
end
always @(posedge clk)begin
    if(in_valid)begin
        if(action == 0 || action == 1) base1 <= 1;
        else if(action == 7 && out < 2) base1 <= base1;
        else base1 <= 0;
    end
    else base1 <= 0;
end
always @(posedge clk)begin
    if(in_valid)begin
        if(action == 2 || (action == 0 && base1)) base2 <= 1;
        else if(((action == 1) && out < 2) || action == 5) base2 <= base1;
        else if((action == 7 && out < 2) || action == 0) base2 <= base2;
        else base2 <= 0;
    end    
    else base2 <= 0;
end
always @(posedge clk) begin
    if(in_valid)begin
        if((action == 0 && base1 && base2) || (action == 1 && base2 && out < 2) || action == 3) base3 <= 1;
        else if((action == 1 && out == 2) || (action == 2 && out < 2)) base3 <= base1;
        else if((action == 5) || (action == 6 && out == 1 && !base1) || (action == 6 && out == 0)) base3 <= base2;
        else if(action == 0) base3 <= base3;
        else base3 <= 0;
    end
    else base3 <= 0;
end
reg [2:0] score;
always @(*) begin
    if(in_valid)begin
        if((action == 0 && base1 && base2 && base3) || (action == 5 && base3) || 
            (action == 6 && ((out == 1 && !base1) || (out == 0)) && base3)  || 
            (action == 7 && out < 2 && base3))
            score = 1;
        else if (action == 4)
            score =  base1 + base2 + base3 + 1;
        else if((action == 2 && out == 2) || action == 3) 
            score =  base1 + base2 + base3;
        else if((action == 1 && out == 2) || (action == 2 && out < 2)) 
            score = base2 + base3;
        else if((action == 1 && out < 2)) score = base3;
        else score = 0;
    end
    else score = 0;
end
reg B_stop_increase;
always @(posedge clk) begin
    if(in_valid && inning == 3 && !half && over && score_B_calculate > score_A_calculate) B_stop_increase <= 1;
    else if (in_valid && inning == 3 && half) B_stop_increase <= B_stop_increase;
    else B_stop_increase <= 0;
end
wire [3:0]score_temp;
assign score_temp = (((half) ? score_B_calculate : score_A_calculate) + score);
always @(posedge clk) begin
    if(in_valid)begin
        if(!half)score_A_calculate <= score_temp;
        else score_A_calculate <= score_A_calculate;
    end
    else if(out == 3) score_A_calculate <= score_A_calculate;
    else score_A_calculate <= 0;
end
always @(posedge clk) begin
    if(in_valid)begin
        if(half && !B_stop_increase)score_B_calculate <= score_temp;
        else score_B_calculate <= score_B_calculate;
    end
    else if(out == 3) score_B_calculate <= score_B_calculate;
    else score_B_calculate <= 0;
end
always @(posedge clk, negedge rst_n) begin
    if(!rst_n) out_valid <= 0;
    else out_valid <= out == 3;
end
always @(*) begin
    if(out_valid)begin
        score_A = score_A_calculate;
    end
    else score_A = 0;
end
always @(*) begin
    if(out_valid)begin
        score_B = score_B_calculate;
    end
    else score_B = 0;
end
always @(*) begin
    if(out_valid)begin
        if(score_A_calculate > score_B_calculate) result = 0;
        else if(score_A_calculate < score_B_calculate) result = 1;
        else result = 2;
    end
    else result = 0;
end
endmodule
==> results.txt <==
flow finished, numbers: Post-route DRC 0, top cells by count inv_1 (16), ha_1 (14), nor2_1 (11), DRT antenna net count 0, register bit total from synthesis 14, Clock transition at path regs about 60 ps, clk sinks 14, P&R area growth vs syn 23.46%, RSZ-0062 raised after global routing no, core box area slightly below 0.01 mm2, die y size between 100 and 150 um, NetSw ~0.093 mW, Setup-failing EPs final 0, Post-Syn Instances about 160, placer congestion estimate about 0.9, worst min path class flip-flop to flip-flop, Top cell area share ~16%, Overall Power a little over 0.3 mW, Post-synth seq share between 20% and 30%, worst r2r path cells 11, initial DRC count 45, final wirelength 3022 um, chip area roughly 0.015 mm2, Critical Path AT around 3700 ps, ys cells around 160, cts hold-fix bufs 0, setup TNS 0 ps, hold worst-path end B_stop_increase$_SDFFE_PP1N_, DPL Wire Length approximately 2400 um, routed vias 1107, largest net degree at the start of global routing 18, n_diodes 0, TritonCTS Buffers 3, maxcap violations 0, global-route usage over all layers under 10%, Power per Cell Area 188.0 mW/mm2, placed cells 299, post-CTS sizing 0, Post-synth EDFFs 7, H-tree depth 1, r2r startpoint out[1]$_SDFFE_PN0P_, outcome finished clean, post-DR wirelength/cell roughly 10 um, Syn Std Cell Area between 0.001 and 0.0015 mm2, r2r endpoint score_A_calculate[3]$_SDFFCE_PN0P_, crit path capture type flip-flop, dominant cells by area after synthesis edfxtp_1 (16%), ha_1 (13%), dfxtp_1 (8.9%), buf_4 (5.6%), inv_1 (4.5%), worst reg2reg setup slack 2140 ps, Max clock buf depth 2, initial antenna violation count 0, worst clock skew 0.8088 ps, First-pass DRT Iterations 4, Slew HR between 60% and 70%, ys flop type edfxtp_1, Slew @ Worst Pin approximately 560 ps, share of post-route cells with drive strength above 1 under 10%, internal cell power between 0.2 and 0.25 mW, switch share roughly 30%, Crit Path Max Fanout 17, Final Slew Violations 0, Req. time, crit path about 5000 ps, vias in the first global route 1026, CTS tree done, Flop pwr share about 45%, Avg Cell Area, Syn 8.614 um2, global-route wire length before repair roughly 5100 um, Synth warnings 1, Comb pwr share 25.3%, clock power share 29.8%, Final Critical Period 3732 ps, root buf cell clkbuf_8, Vias/cell roughly 3.7, gr ovfl total 0, IO buf count 18, most frequent cell after synthesis inv_1, Post-synth ARST share 7.143%, fmax ~270 MHz, area leader, netlist edfxtp_1, Setup Fix Bufs, Post-CTS 0, area reported by Yosys stat roughly 0.0013 mm2, hold path start B_stop_increase$_SDFFE_PP1N_, period utilization between 70% and 80%, Init Core Util 13.62%, Final Hold Viols 0, final cell count without fillers between 300 and 400, Netlist cell types roughly 52, clock latency (worst-skew pair) between 200 and 250 ps, Hold Path Depth 2, tool warnings 29, CP Launch Type input pin, worst vdd ir 0.07553 mV, Die W around 120 um, Crit Path Class input pin to flip-flop, I/O pin cnt 28, Pleak 0.6419 nW, Core Rows 36
[power groups by stage]
stage	Sequential [mW]	Clock (mW)	Combinational [mW]
CTS	0.140	0.0964	0.0801
global route	0.141	0.102	0.0922
finish	0.140	0.0929	0.0790
[metrics by stage]
| step | setup WS, ps | instance area [um2] | utilization [%] | hold WS, ps |
|---|---|---|---|---|
| finish | 1368 | 1659 | 16.82 | 453.6 |
| detailed placement | 1174 | 1614 | 16.36 | 447.1 |
| floorplan | 2110 | 1374 | - | 427.2 |
| global route | 1116 | 1659 | 16.82 | 493.6 |
| CTS | 1425 | 1659 | 16.82 | 459.0 |
| global placement | 1203 | 1614 | 16.36 | 441.7 |
[cell usage in the layout, fill, tap and decap left out, types with 2 or more instances in the layout]
| cell type | instances |
|---|---|
| a21oi_1 | 7 |
| a311oi_1 | 2 |
| a31oi_1 | 5 |
| and2_1 | 8 |
| and3_1 | 3 |
| clkbuf_8 | 3 |
| clkdlybuf4s50_1 | 18 |
| conb_1 | 9 |
| dfxtp_1 | 6 |
| edfxtp_1 | 7 |
| fa_1 | 2 |
| ha_1 | 14 |
| inv_1 | 16 |
| nand2_1 | 6 |
| nand2b_1 | 5 |
| nand3_1 | 3 |
| nand3b_1 | 2 |
| nor2_1 | 11 |
| nor2b_1 | 2 |
| nor4_1 | 2 |
| o211a_1 | 2 |
| o211ai_1 | 2 |
| o21ai_0 | 6 |
| o31ai_1 | 2 |
[registers in the layout (all words and copies together) (netlist names)]
signal / cells
B_stop_increase: 1
base1: 1
base2: 1
base3: 1
out: 2
out_valid: 1
score_A_calculate: 4
score_B_calculate: 3
[kinds of logic after synthesis]
group | count (synthesis) | share of synthesized area [%]
and+or+nand+nor | 53 | 23.46
AOI/OAI and AO/OA | 36 | 18.53
buffers and inverters | 32 | 12.38
adders and majority gates | 16 | 16.02
DFF | 14 | 26.44
xor gates and xnor gates | 2 | 1.304
muxes | 2 | 1.583
other | 1 | 0.2791
[layer usage]
layer / vias to the layer above / GRT usage (%) / wire (um)
met3: 2 / 1.795 / 293
met5: - / 0 / 0
li1: 573 / - / -
met1: 507 / 5.432 / 1458
met2: 25 / 6.088 / 1252
met4: 0 / 0.3771 / 18
[area by class of cell]
| type | instances | area, um2 |
|---|---|---|
| clock buffers | 3 | 41.29 |
| flip-flops and latches | 14 | 355.3 |
| fillers | 1096 | 8205 |
| repair buffers | 18 | 180.2 |
| multi-input cells | 118 | 852.1 |
| clock inverters | 1 | 3.754 |
| well taps | 133 | 166.4 |
| inverters | 16 | 60.06 |
[worst max-delay path, stage by stage]
cell and delay, ps:
clkdlybuf4s50_1 820, inv_1 200, o211a_1 200, a311oi_1 470, o211a_1 240, ha_1 230
a21o_1 180, a21oi_1 180, xnor2_1 130, nor2_1 50
[how the worst max path moves through the flow]
stage / startpoint / end / slack [ps] / depth (start not counted)
CTS: action[0] / score_A_calculate[3]$_SDFFCE_PN0P_ / 1430 / 10
global route: action[2] / score_A_calculate[2]$_SDFFCE_PN0P_ / 1120 / 10
finish: action[0] / score_A_calculate[3]$_SDFFCE_PN0P_ / 1370 / 10
No activity file was given, so power comes from the tool's default toggle rates.
