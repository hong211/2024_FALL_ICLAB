--- flow/run.sh ---
#!/bin/bash
# OpenROAD 26Q1-2900-gdf79404cd8, Yosys 0.63+post, stock flow scripts
make -C /OpenROAD-flow-scripts/flow DESIGN_CONFIG=/design/flow/config.mk WORK_HOME=/design/flow/orfs finish
--- flow/config.mk ---
export PLATFORM = sky130hd
export DESIGN_NAME = HAMMING_IP
export DESIGN_NICKNAME = HAMMING_IP
export VERILOG_FILES = /design/flow/design.v
export SDC_FILE = /design/flow/constraint.sdc
export NUM_CORES = 4
export LEC_CHECK = 1
export CORE_AREA = 10 10 70 70
export DIE_AREA = 0 0 80 80
--- flow/constraint.sdc ---
current_design HAMMING_IP

set clk_period 2.7
set clk_io_pct 0.2

create_clock -name clk0 -period $clk_period

set non_clock_inputs [all_inputs -no_clocks]
set_input_delay [expr $clk_period * $clk_io_pct] -clock clk0 $non_clock_inputs
set_output_delay [expr $clk_period * $clk_io_pct] -clock clk0 [all_outputs]
--- flow/design.v ---
module HAMMING_IP #(parameter IP_BIT = 8) (
    IN_code,
    OUT_code
);
input [IP_BIT+4-1:0]  IN_code;
output reg [IP_BIT-1:0] OUT_code;
wire [3:0] error_bit[0:IP_BIT+4];
genvar i, j;
generate
    for(i = 0; i <= IP_BIT+4; i = i + 1) begin : error_gen
        if(i == 0)begin
            assign error_bit[i] = 0;
        end
        else begin
            assign error_bit[i] = (IN_code[IP_BIT + 4 - i] == 1'b1) ? error_bit[i - 1] ^ i : error_bit[i - 1];
        end
    end
endgenerate
reg [IP_BIT+4-1:0] IN_code_modifying;
generate
    for(j = 1; j <= IP_BIT+4; j = j + 1) begin
        always @(*) begin
            if(j == error_bit[ IP_BIT + 4])begin
                IN_code_modifying[IP_BIT + 4 - j] = ~ IN_code[IP_BIT + 4 - j] ;
            end
            else begin
                IN_code_modifying[IP_BIT + 4 - j] = IN_code[IP_BIT + 4 - j];
            end  
        end
    end
endgenerate
always @(*) begin
    OUT_code = {IN_code_modifying[IP_BIT+1], IN_code_modifying[IP_BIT-1:IP_BIT-3], IN_code_modifying[IP_BIT-5:0]};
end
endmodule
==> GITHUB_STEP_SUMMARY <==
### Yosys + OpenROAD results

| Metric | Value |
|---|---|
| Total die size | `6400 sq um` |
| Total GRT Usage | `0.04487` |
| Synth logic family | `XOR/XNOR gates` |
| Area Growth Syn to Fin | `178.3%` |
| Hold Crit Class | `in2out` |
| Maxcap violations | `0` |
| FMAX | `377.2 MHz` |
| Hold Fails Final Rpt | `0` |
| Worst setup EP type | `output pin` |
| Mapped Area | `346.6 sq um` |
| Post-Syn Area per Cell | `11.55 sq um` |
| Top cells, area | `xnor2_1 30%, xnor3_1 13%, xor2_1 10%` |
| Clkbuf count | `0` |
| Num rows | `21` |
| Placed instance area | `694.4 sq um` |
| Vias | `434` |
| Io pins | `20` |
| Most numerous logic cell after layout | `buf_4` |
| Dpl hpwl | `921.4 um` |
| DRC violations left | `0` |
| Unique cell types | `12` |
| Total overflow reported by the global router | `0` |
| Hold Path Origin | `IN_code[2]` |
| Kind of critical path | `in2out` |
| Number of global-route vias before repair | `491` |
| Fin. max-slew vios | `0` |
| First-pass GRT wire length | `2394 um` |
| Minimum hold slack | `1421 ps` |
| Complex Gates by Area | `0.04693` |
| Leakage | `0.4482 nW` |
| Post-synth top area cell | `xnor2_1` |
| Yosys stat area | `346.6 sq um` |
| Hold bufs inserted after CTS | `0` |
| WHS Endpoint | `OUT_code[2]` |
| Layout fillers | `356` |
| XORs/XNORs by Area | `0.7509` |
| Worst-Margin Slew | `248.9 ps` |
| Largest net degree at the start of global routing | `5` |
| WP data arrival | `2110 ps` |
| Die width | `80 um` |
| Post-Route WL | `1465 um` |
| Type of origin of the critical path | `input port` |
| Core Area | `3416 sq um` |
| Hold depth | `3` |
| Logic area | `525.5 sq um` |
| Drt first pass iters | `4` |
| CP required | `2160 ps` |
| Min cycle time layout | `2651 ps` |
| Maximum VDD drop | `89.41 uV` |
| Port Buffer Count | `20` |
| Yosys stat cell total | `30` |
| Final Instance Area | `964.7 sq um` |
| Simple Share, Synth | `0.2022` |
| Max-area cell share | `0.3032` |
| Fp_density | `0.1015` |
| Antenna violations before repair | `0` |
| GP Congestion | `0.6811` |
| Die Ht | `80 um` |
| Rel. slew slack | `0.8328` |
| 1st-iter DRT viols | `20` |
| MUX share of area | `0` |
| Share of layout cells above drive strength 1 | `0.7342` |
| Adder share | `0` |
| Number of diodes | `0` |
| Top cells excl fill/tap | `16 x buf_4, 12 x buf_6, 8 x buf_2` |
| Crit Path Max Fanout | `4` |
| Sequential area share after synthesis | `0` |
| Total chip power | `399.0 uW` |
| Fin crit share | `0.9818` |
| WL/cell | `11.72 um` |
| Via-per-instance ratio | `3.472` |
| Final setup fails | `0` |
| Register area | `0 sq um` |
| Flops | `0` |
| Tool warning count | `33` |
| Post-Synthesis Cells | `30` |
| PwrDens | `413.6 nW/um^2` |
| Status | `completed` |
| Synth warn | `1` |
| Antenna-violating nets left | `0` |
-- synthesized netlist by cell type --
| cell | number |
|---|---|
| o31ai_1 | 1 |
| xor3_1 | 1 |
| o41ai_1 | 1 |
| xnor2_4 | 1 |
| nor4b_2 | 2 |
| xor2_1 | 4 |
| xnor3_1 | 2 |
| nand4b_1 | 2 |
| and4b_1 | 1 |
| xnor2_1 | 12 |
| xnor3_2 | 1 |
| nand4_1 | 2 |
-- kinds of logic after synthesis --
group / Yosys count
simple gates: 7
compound gates: 2
xor+xnor: 21
-- how the worst max path moves through the flow --
stage | from | end | slack [ps] | depth (start not counted)
CTS | IN_code[5] | OUT_code[6] | -40 | 7
global route | IN_code[9] | OUT_code[5] | -20 | 7
finish | IN_code[9] | OUT_code[5] | 50 | 7
-- where the power goes --
group / leakage (nW) / total (mW) / internal, mW / switching [mW]
clock: 0 / 0 / 0 / 0
sequential: 0 / 0 / 0 / 0
combinational: 0.448 / 0.399 / 0.242 / 0.157
total: 0.448 / 0.399 / 0.242 / 0.157
-- repair_timing --
| item | 4_1_cts | 5_1_grt |
|---|---|---|
| pin swaps | 25 | 13 |
| resized | 74 | 13 |
| hold endpoints to repair | 0 | 0 |
| cloned | 1 | 0 |
| buffers inserted | 17 | 0 |
| setup endpoints to repair | 8 | 8 |
-- cell type report --
type	instances	area share
timing repair buffer	48	0.3956
multi-input combinational	31	0.5447
tap	46	0.05966
-- metal layers --
| layer | vias up | routed length, um | track usage |
|---|---|---|---|
| li1 | 218 | - | - |
| met1 | 208 | 593 | 0.05245 |
| met5 | - | 0 | 0 |
| met4 | 0 | 0 | 0.001761 |
| met3 | 0 | 63 | 0.005682 |
| met2 | 8 | 808 | 0.08748 |
-- worst max-delay path: stages --
cell,delay [ps]
dlygate4sd2_1,280
xnor2_2,170
xnor3_2,470
buf_6,150
nor4b_4,220
xor2_1,170
buf_2,110
-- metrics by stage --
step	setup slack [ps]	setup TNS, ps	util	std cells
floorplan	544.3	0	-	30
global placement	-657.1	-4780	0.2033	108
detailed placement	-678.7	-4858	0.2033	108
CTS	-39.37	-39.37	0.2901	126
global route	-21.46	-41.57	0.2824	125
finish	49.05	0	0.2824	125
Power figures rest on the tool's default switching activity, not on a simulated workload.
