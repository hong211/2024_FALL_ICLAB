<file path="design.v">
module SSC(
    card_num,
    input_money,
    snack_num,
    price, 
    out_valid,
    out_change
);
input [63:0] card_num;
input [8:0] input_money;
input [31:0] snack_num;
input [31:0] price;
output out_valid;
output [8:0] out_change;    
reg [3:0] a1, a2, a3, a4, a5, a6, a7, a8;
reg [4:0] a9, a10, a11, a12, a13, a14, a15, a16;
always @(*) begin
    a9 = card_num[63:60] + card_num[63:60];
    if(card_num[63] == 1 || (card_num[62] && card_num[61]) || (card_num[62] && card_num[60])) a1 = a9 - 9;
    else a1 = a9;
end
always @(*) begin
    a10 = card_num[55:52] + card_num[55:52];
    if(card_num[55] == 1 || (card_num[54] && card_num[53]) || (card_num[54] && card_num[52])) a2 = a10 - 9;
    else a2 = a10;
end
always @(*) begin
    a11 = card_num[47:44] + card_num[47:44];
    if(card_num[47] == 1 || (card_num[46] && card_num[45]) || (card_num[46] && card_num[44])) a3 = a11 - 9;
    else a3 = a11;
end
always @(*) begin
    a12 = card_num[39:36] + card_num[39:36];
    if(card_num[39] == 1 || (card_num[38] && card_num[37]) || (card_num[38] && card_num[36])) a4 = a12 - 9;
    else a4 = a12;
end
always @(*) begin
    a13 = card_num[31:28] + card_num[31:28];
    if(card_num[31] == 1 || (card_num[30] && card_num[29]) || (card_num[30] && card_num[28])) a5 = a13 - 9;
    else a5 = a13;
end
always @(*) begin
    a14 = card_num[23:20] + card_num[23:20];
    if(card_num[23] == 1 || (card_num[22] && card_num[21]) || (card_num[22] && card_num[20])) a6 = a14 - 9;
    else a6 = a14;
end
always @(*) begin
    a15 = card_num[15:12] + card_num[15:12];
    if(card_num[15] == 1 || (card_num[14] && card_num[13]) || (card_num[14] && card_num[12])) a7 = a15 - 9;
    else a7 = a15;
end
always @(*) begin
    a16 = card_num[7:4] + card_num[7:4];
    if(card_num[7] == 1 || (card_num[6] && card_num[5]) || (card_num[6] && card_num[4])) a8 = a16 - 9;
    else a8 = a16;
end
reg [7:0] sum;
assign sum = a1 + a2 + a3 + a4 + a5 + a6 + a7 + a8 + card_num[3:0] + card_num[11:8] + card_num[19:16] + card_num[27:24] + card_num[35:32] + card_num[43:40] + card_num[51:48] + card_num[59:56];
reg out_valid_temp;
always @(*) begin
    if(sum == 50 || sum == 60 || sum == 70 || sum == 80 || sum == 90 || sum == 100 || sum == 110 || sum == 120) out_valid_temp = 1;
    else out_valid_temp = 0;
end
assign out_valid = out_valid_temp;
wire [7:0] total_price [0:7];
assign total_price[0] = ((snack_num[28])? price[31:28] : 0) + ((snack_num[29])? price[31:28]<<1 : 0) 
                    +(((snack_num[30])? price[31:28] << 2 : 0) + ((snack_num[31])? price[31:28]<<3 : 0));
assign total_price[1] =  ((snack_num[24])? price[27:24] : 0) + ((snack_num[25])? price[27:24]<<1 : 0) 
                    +(((snack_num[26])? price[27:24] << 2 : 0) + ((snack_num[27])? price[27:24]<<3 : 0));
assign total_price[2] = ((snack_num[20])? price[23:20] : 0) + ((snack_num[21])? price[23:20]<<1 : 0) 
                    +(((snack_num[22])? price[23:20]<<2 : 0) + ((snack_num[23])? price[23:20]<<3 : 0));
assign total_price[3] = ((snack_num[16])? price[19:16] : 0) + ((snack_num[17])? price[19:16]<<1 : 0) 
                    +(((snack_num[18])? price[19:16]<<2 : 0) + ((snack_num[19])? price[19:16]<<3 : 0));
assign total_price[4] =  ((snack_num[12])? price[15:12] : 0) + ((snack_num[13])? price[15:12]<<1 : 0) 
                    +(((snack_num[14])? price[15:12]<<2 : 0) + ((snack_num[15])? price[15:12]<<3 : 0));
assign total_price[5] = ((snack_num[8])? price[11:8] : 0) + ((snack_num[9])? price[11:8]<<1 : 0) 
                    +(((snack_num[10])? price[11:8]<<2 : 0) + ((snack_num[11])? price[11:8]<<3 : 0));
assign total_price[6] =  ((snack_num[4])? price[7:4] : 0) + ((snack_num[5])? price[7:4]<<1 : 0) 
                    +(((snack_num[6])? price[7:4]<<2 : 0) + ((snack_num[7])? price[7:4]<<3 : 0));
assign total_price[7] = ((snack_num[0])? price[3:0] : 0) + ((snack_num[1])? price[3:0]<<1 : 0) 
                    +(((snack_num[2])? price[3:0]<<2 : 0) + ((snack_num[3])? price[3:0]<<3 : 0));
wire [7:0] total_price_sorted [0:7];
wire [7:0] temp [0:29];
assign {temp[0], temp[2]} = (total_price[0] > total_price[2]) ? {total_price[0], total_price[2]} : {total_price[2], total_price[0]};
assign {temp[1], temp[3]} = (total_price[1] > total_price[3]) ? {total_price[1], total_price[3]} : {total_price[3], total_price[1]}; 
assign {temp[4], temp[6]} = (total_price[4] > total_price[6]) ? {total_price[4], total_price[6]} : {total_price[6], total_price[4]};
assign {temp[5], temp[7]} = (total_price[5] > total_price[7]) ? {total_price[5], total_price[7]} : {total_price[7], total_price[5]};
assign {temp[8], temp[12]} = (temp[0] > temp[4]) ? {temp[0], temp[4]} : {temp[4], temp[0]};
assign {temp[9], temp[13]} = (temp[1] > temp[5]) ? {temp[1], temp[5]} : {temp[5], temp[1]};
assign {temp[10], temp[14]} = (temp[2] > temp[6]) ? {temp[2], temp[6]} : {temp[6], temp[2]};
assign {temp[11], temp[15]} = (temp[3] > temp[7]) ? {temp[3], temp[7]} : {temp[7], temp[3]};
assign {total_price_sorted[0], temp[16]} = (temp[8] > temp[9]) ? {temp[8], temp[9]} : {temp[9], temp[8]};
assign {temp[17], temp[18]} = (temp[10] > temp[11]) ? {temp[10], temp[11]} : {temp[11], temp[10]};
assign {temp[19], temp[20]} = (temp[12] > temp[13]) ? {temp[12], temp[13]} : {temp[13], temp[12]};
assign {temp[21], total_price_sorted[7]} = (temp[14] > temp[15]) ? {temp[14], temp[15]} : {temp[15], temp[14]};
assign {temp[22], temp[24]} = (temp[17] > temp[19]) ? {temp[17], temp[19]} : {temp[19], temp[17]};
assign {temp[23], temp[25]} = (temp[18] > temp[20]) ? {temp[18], temp[20]} : {temp[20], temp[18]};
assign {temp[26], temp[28]} = (temp[16] > temp[24]) ? {temp[16], temp[24]} : {temp[24], temp[16]};
assign {temp[27], temp[29]} = (temp[23] > temp[21]) ? {temp[23], temp[21]} : {temp[21], temp[23]};
assign {total_price_sorted[1], total_price_sorted[2]} = (temp[26] > temp[22]) ? {temp[26], temp[22]} : {temp[22], temp[26]};
assign {total_price_sorted[3], total_price_sorted[4]} = (temp[27] > temp[28]) ? {temp[27], temp[28]} : {temp[28], temp[27]};
assign {total_price_sorted[5], total_price_sorted[6]} = (temp[25] > temp[29]) ? {temp[25], temp[29]} : {temp[29], temp[25]};
wire signed [9:0] b2, b3, b4, b5, b6, b7, b8, b9;
reg [8:0] out_change_temp;
assign b2 = out_valid ? input_money - total_price_sorted[0] : -1;
assign b3 = out_valid ? b2 - total_price_sorted[1] : -1;
assign b4 = out_valid ? b3 - total_price_sorted[2] : -1;
assign b5 = out_valid ? b4 - total_price_sorted[3] : -1;
assign b6 = out_valid ? b5 - total_price_sorted[4] : -1;
assign b7 = out_valid ? b6 - total_price_sorted[5] : -1;
assign b8 = out_valid ? b7 - total_price_sorted[6] : -1;
assign b9 = out_valid ? b8 - total_price_sorted[7] : -1;
always @(*) begin
    if(b2[9]) out_change_temp = input_money;
    else if(b3[9]) out_change_temp = b2;
    else if(b4[9]) out_change_temp = b3;
    else if(b5[9]) out_change_temp = b4;
    else if(b6[9]) out_change_temp = b5;
    else if(b7[9]) out_change_temp = b6;
    else if(b8[9]) out_change_temp = b7;
    else if(b9[9]) out_change_temp = b8;
    else out_change_temp = b9;
end
assign out_change = out_change_temp;
endmodule
</file>
<file path="run.sh">
#!/bin/bash
# OpenROAD 26Q1-2900-gdf79404cd8, Yosys 0.63+post, stock flow scripts
make -C /OpenROAD-flow-scripts/flow DESIGN_CONFIG=/design/flow/config.mk WORK_HOME=/design/flow/orfs finish
</file>
<file path="config.mk">
export PLATFORM = sky130hd
export DESIGN_NAME = SSC
export DESIGN_NICKNAME = SSC
export VERILOG_FILES = /design/flow/design.v
export SDC_FILE = /design/flow/constraint.sdc
export NUM_CORES = 4
export LEC_CHECK = 1
export CORE_UTILIZATION = 40
</file>
<file path="constraint.sdc">
current_design SSC

set clk_period 41.5
set clk_io_pct 0.2

create_clock -name clk0 -period $clk_period

set non_clock_inputs [all_inputs -no_clocks]
set_input_delay [expr $clk_period * $clk_io_pct] -clock clk0 $non_clock_inputs
set_output_delay [expr $clk_period * $clk_io_pct] -clock clk0 [all_outputs]
</file>
==> flow_summary.yaml <==
# synthesis and place-and-route metrics
floorplan:
  ios: 147
  fp-utilization_pct: 40.6
  die_x_um: 206
  rows: 74
  core-area_mm2: 0.0408
  chipHeight_um: 206
  die_area_mm2: 0.0422
sta:
  post-route-period-util_pct: 94.7
  hold_viol: 0
  setup_viol: 0
  fin_ws_ns: 2.20
  rsz0062_at_grt: "no"
  drv_slew: 0
  worst_pin_slew_ns: 0.861
  post-route-min-period_ns: 39.30
  relSlewSlack_pct: 42.6
  tns_ns: 0
  hold-worst-slack_ns: 17.68
  max_freq_mhz: 25.4
final_layout:
  drive_above_1_share_pct: 4.55
  comb_area_mm2: 0.0154
  seq_area_um2: 0
  finalNonFillerCells: 2838
  clock_buffers: 0
  syn2layout_area_growth_pct: 12.7
  fillers: 3971
  ff_count: 0
yosys:
  synth_cells: 2192
  top_area_share_pct: 23.0
  yosys_warnings: 2
  yosysUniqueCellTypes: 80
  area_leaders: "ha_1, fa_1, mux2i_1"
  ys_cells: 2192
  top_cell: "ha_1"
  top_area_cell: "ha_1"
  common_cells: "ha_1, inv_1, mux2i_1"
  postSynthAreaPerCell_um2: 7.56
  ys_chip_area_mm2: 0.0166
  synth_area_mm2: 0.0166
  ys_seq_share_pct: 0
global_routing:
  grt_use_total_pct: 21.9
  grt_max_degree: 60
  grt_pass1_vias: 14600
  grt_pass1_wl_mm: 73.2
  antenna_found_initial: 0
  grt_overflow: 0
setup_path:
  worst-path-max-fanout: 17
  critPathMaxStageDelay_ns: 0.52
  cp.arrival_ns: 31.00
  worstSetupPathType: "input pin to primary output"
  slowest_stage: "fa_1"
  worstSetupStartpointType: "input pin"
  worst-path-buf-inv: 12
  cp-end-kind: "primary output"
  cpMostUsedCell: "o21ai_0"
  critical_path.top_delay_family: "AND-OR/OR-AND gates"
  crit_required_ns: 33.20
hold_path:
  hold_path.startpoint: "input_money[1]"
  holdCritPathClass: "input pin to primary output"
  hold_path_depth: 4
  min_to: "out_change[1]"
flow_run:
  tool_warnings: 32
  maxCapViolCount: 0
drt:
  wl_per_cell_um: 15.7
  wl_mm: 44.5
  drtPass1Iterations: 6
  viasPerCell: 5.36
  drtIter0Drc: 807
  vias: 15200
  drc: 0
  drtAntennaViolNets: 0
  antennaDiodeCount: 0
placement:
  gp_congestion: 0.956
  placedCellCount: 2838
  place_ws_ns: 1.13
  io_buffers: 147
  dp_hpwl_mm: 39.3
status:
  status: "complete, no violations"
clock_network:
  postCtsSetupRepairBufs: 0
-- how the worst max path moves through the flow --
| stage | depth (start not counted) | to | slack (ns) | start |
|---|---|---|---|---|
| finish | 102 | out_change[0] | 2.20 | price[28] |
| CTS | 101 | out_change[0] | 1.04 | price[28] |
| global route | 102 | out_change[0] | 0.04 | price[28] |
-- cell usage in the layout, fill, tap and decap left out, types with 100 or more instances in the layout --
cell type	Yosys	layout
mux2i_1	174	174
a21oi_1	143	142
ha_1	304	304
clkdlybuf4s50_1	0	147
nor2_1	122	121
inv_1	257	257
and2_1	118	117
fa_1	100	100
nand2_1	169	168
o21ai_0	157	153
-- per-stage QoR --
stage / instance area (um2) / util (%)
2_1_floorplan: 16600 / -
3_3_place_gp: 18600 / 45.6
3_5_place_dp: 18600 / 45.6
4_1_cts: 18600 / 45.6
5_1_grt: 18700 / 45.7
6_report: 18700 / 45.7
-- routing by layer --
metal | global-route usage [%] | vias up | part of all wire (%)
li1 | - | 7946 | -
met3 | 1.15 | 20 | 4.0
met5 | 0 | - | 0
met1 | 31.4 | 6960 | 48
met2 | 38.0 | 276 | 47
met4 | 1.56 | 0 | 0.80
-- cells by family after synthesis --
group,after synthesis,synth area share [%]
multiplexers,204,12.6
buffers and inverters,312,7.33
adder cells (fa/ha/maj),408,35.3
XOR/XNOR,80,4.40
AND-OR/OR-AND,539,20.8
AND/OR/NAND/NOR,649,19.6
-- area by class of cell --
cell class | count | share of cell area (%)
well taps | 532 | 3.56
multi-input cells | 1880 | 82.5
repair buffers | 169 | 8.76
inverters | 257 | 5.17
-- worst min-delay path: stages --
cell and delay, ns:
clkdlybuf4s50_1 0.51, nand2_1 0.10, nand3_1 0.06, clkdlybuf4s50_1 0.40
-- repair_timing --
item / CTS / global route
hold buffers: 0 / 0
gates resized: 0 / 14
endpoints found under the hold margin: 0 / 0
setup endpoints to repair: 0 / 9
